$ cat flow/design.v
module part2
	(
		CLOCK_50,						 
        KEY,
        SW,
		VGA_CLK,   						 
		VGA_HS,							 
		VGA_VS,							 
		VGA_BLANK_N,						 
		VGA_SYNC_N,						 
		VGA_R,   						 
		VGA_G,	 						 
		VGA_B   						 
	);
	input			CLOCK_50;				 
	input   [9:0]   SW;
	input   [3:0]   KEY;
	output			VGA_CLK;   				 
	output			VGA_HS;					 
	output			VGA_VS;					 
	output			VGA_BLANK_N;				 
	output			VGA_SYNC_N;				 
	output	[9:0]	VGA_R;   				 
	output	[9:0]	VGA_G;	 				 
	output	[9:0]	VGA_B;   				 
	wire resetn;
	assign resetn = KEY[0];
	wire [2:0] colour;
	wire [7:0] x;
	wire [6:0] y;
	wire writeEn;
	wire enable,ld_x,ld_y,ld_c;
	vga_adapter VGA(
			.resetn(resetn),
			.clock(CLOCK_50),
			.colour(colour),
			.x(x),
			.y(y),
			.plot(writeEn),
			.VGA_R(VGA_R),
			.VGA_G(VGA_G),
			.VGA_B(VGA_B),
			.VGA_HS(VGA_HS),
			.VGA_VS(VGA_VS),
			.VGA_BLANK(VGA_BLANK_N),
			.VGA_SYNC(VGA_SYNC_N),
			.VGA_CLK(VGA_CLK));
		defparam VGA.RESOLUTION = "160x120";
		defparam VGA.MONOCHROME = "FALSE";
		defparam VGA.BITS_PER_COLOUR_CHANNEL = 1;
		defparam VGA.BACKGROUND_IMAGE = "black.mif";
      datapath d0(SW[6:0],ram, SW[9:7],CLOCK_50,KEY[0],enable,ld_x,ld_y,ld_c,x,y,colour);
	   control c0(~KEY[3],KEY[0],~KEY[1],CLOCK_50,enable,ld_x,ld_y,ld_c,writeEn);
endmodule
module datapath(data_in, ram, colour, clock, reset_n, enable, ld_x, ld_y, ld_c, X, Y, Colour);
	input 			reset_n, enable, clock, ld_x, ld_y, ld_c;
	input   [8:0]   ram;
	input 	[6:0] 	data_in;
	input 	[2:0] 	colour;
	output 	[6:0] 	X;
	output 	[6:0] 	Y;
	output 	[2:0]	Colour;
	reg 	[6:0] 	x1,y1,co1;
	wire [3:0] c1;
	wire temp;
	wire [3:0] Z;
	always @ (posedge clock) 
	begin
        if (!reset_n) begin
            x1 <= 8'd0; 
            y1 <= 7'd0;
				co1 <= 3'd0;
        end
        else begin
            if (ld_x)
                x1 <= {1'b0, data_in};
            if (ld_y)
                y1 <= data_in;
			if (ld_c)
				co1 <= colour;
        end
    end
	counter m1(clock, reset_n, enable, c1);
	assign X = x1 + c1[1:0];
	assign Y = y1 + c1[3:2];
	assign Z = c1[1:0] + (c1[3:2] * 3);
	assign temp = ram[Z];
	assign Colour = temp ? col : 3'b000;
endmodule
module counter(clock, reset_n, enable, q);
	input 				clock, reset_n, enable;
	output reg 	[3:0] 	q;
	always @(posedge clock) begin
		if(reset_n == 1'b0)
			q <= 4'b0000;
		else if (enable == 1'b1)
		begin
			if (q[3:0] == 4'b1010)
			begin
				q<= 4'b0000;
			end
			else if (q[1:0] == 2'b10)
			begin
				q[1:0] <= 2'b00;
				q[3:2] <= q[3:2] + 1'b1;
			end
			else
			begin
				q <= q + 1'b1;
			end
		end
   end
endmodule
module rate_counter(clock, reset_n, enable, q);
		input clock;
		input reset_n;
		input enable;
		output reg [1:0] q;
		always @(posedge clock)
		begin
			if(reset_n == 1'b0)
				q <= 2'b11;
			else if(enable ==1'b1)
			begin
			   if ( q == 2'b00 )
					q <= 2'b11;
				else
					q <= q - 1'b1;
			end
		end
endmodule	
module rate_counter1(clock,reset_n,enable,q);
		input clock;
		input reset_n;
		input enable;
		output reg [4:0] q;
		always @(posedge clock)
		begin
			if(reset_n == 1'b0)
				q <= 5'b10000;
			else if(enable ==1'b1)
			begin
			   if ( q == 5'b00000 )
					q <= 5'b10000;
				else
					q <= q - 1'b1;
			end
		end
endmodule	
module control(go,reset_n,KEY,clock,enable,ld_x,ld_y,ld_c,plot);
		input go,reset_n,clock,KEY;
		output reg enable,ld_x,ld_y,ld_c,plot;
		reg [3:0] current_state, next_state;
		reg c = 1'b0;
		wire [4:0] q;
		wire clock_1;
		localparam  S_LOAD_X       = 4'd0,
                S_LOAD_X_WAIT   = 4'd1,
                S_LOAD_Y        = 4'd2,
                S_LOAD_Y_WAIT   = 4'd3,
					 S_CYCLE_0        = 4'd4;
		rate_counter1 m1(clock,reset_n,1'b1,q);
		assign clock_1 = (q==  5'b00000) ? 1 : 0;
		always@(*)
      begin: state_table 
            case (current_state)
                S_LOAD_X: next_state = go ? S_LOAD_X_WAIT : S_LOAD_X; 
                S_LOAD_X_WAIT: next_state = go ? S_LOAD_X_WAIT : S_LOAD_Y; 
                S_LOAD_Y: next_state = KEY ? S_LOAD_Y_WAIT : S_LOAD_Y; 
                S_LOAD_Y_WAIT: next_state = KEY ? S_LOAD_Y_WAIT : S_CYCLE_0; 
                S_CYCLE_0: next_state = S_LOAD_X;
            default:     next_state = S_LOAD_X;
        endcase
      end 
		always@(*)
      begin: enable_signals
        ld_x = 1'b0;
        ld_y = 1'b0;
        ld_c = 1'b0;
		  enable = 1'b0;
		  plot = 1'b0;
		  case(current_state)
				S_LOAD_X:begin
					ld_x = 1'b1;
					end
				S_LOAD_Y:begin
					ld_y = 1'b1;
					end
				S_CYCLE_0:begin
					ld_c = 1'b1;
					enable = 1'b1;
					plot = 1'b1;
					end
		  endcase
		end
		always@(posedge clock_1)
      begin: state_FFs
        if(!reset_n)
            current_state <= S_LOAD_X;
        else
            current_state <= next_state;
      end 
endmodule
module try(data_in,colour,reset_n,clock,go,KEY,X,Y,Colour);
		input [6:0] data_in;
		input [2:0] colour;
		input reset_n,clock,go,KEY;
		output[6:0] X,Y;
		output[2:0] Colour;
		wire enable,ld_x,ld_y,ld_c,plot;
		control m1(go,reset_n,KEY,clock,enable,ld_x,ld_y,ld_c,plot);
		datapath m2(data_in,colour,clock,reset_n,enable,ld_x,ld_y,ld_c,X,Y,Colour);
endmodule
$ cat flow/run.sh
#!/bin/bash
# OpenROAD 26Q1-2900-gdf79404cd8, Yosys 0.63+post, stock flow scripts
make -C /OpenROAD-flow-scripts/flow DESIGN_CONFIG=/design/flow/config.mk WORK_HOME=/design/flow/orfs finish
$ cat flow/config.mk
export PLATFORM = sky130hd
export DESIGN_NAME = try
export DESIGN_NICKNAME = try
export VERILOG_FILES = /design/flow/design.v
export SDC_FILE = /design/flow/constraint.sdc
export NUM_CORES = 4
export LEC_CHECK = 1
export CORE_AREA = 10 10 86 86
export DIE_AREA = 0 0 96 96
$ cat flow/constraint.sdc
current_design try

set clk_period 2.0
set clk_io_pct 0.2

create_clock -name clk0 -period $clk_period [get_ports {clock}]
create_clock -name clk1 -period $clk_period [get_ports {reset_n}]

set non_clock_inputs [all_inputs -no_clocks]
set_input_delay [expr $clk_period * $clk_io_pct] -clock clk0 $non_clock_inputs
set_output_delay [expr $clk_period * $clk_io_pct] -clock clk0 [all_outputs]
==> flow_metrics.env <==
# implementation run metrics
export IMPL_untimed_endpoints=5
export IMPL_crit_required_ns=1.60
export IMPL_syn_inst=116
export IMPL_reg2reg_depth=7
export IMPL_worstPathArrival_ns=1.62
export IMPL_rsz0062_at_grt="yes"
export IMPL_cts_tree="yes"
export IMPL_grt_pass1_vias=1027
export IMPL_cts_hold_buf=0
export IMPL_regToRegSetupSlack_ns=0.55
export IMPL_vias_per_cell=3.81
export IMPL_rows=27
export IMPL_yosys_area_share_aoi_pct=6.88
export IMPL_drive_gt1_share_pct=32.7
export IMPL_cp_start_kind="flop"
export IMPL_grt_overflow_total=0
export IMPL_worstHoldStart="m1.m1.q[0]"
export IMPL_unclocked_regs=5
export IMPL_top_cells_by_area="dfxtp_1 42%, mux2i_1 7.9%, ha_1 5.5%"
export IMPL_rr_endpoint="m1.m1.q[3]"
export IMPL_top_area_share_pct=41.9
export IMPL_failed_checks="negative setup slack"
export IMPL_drtIter0Drc=36
export IMPL_dr_pass1_iters=2
export IMPL_synth_cell_type_count=30
export IMPL_synth_simple_area_share_pct=20.1
export IMPL_antenna_found_initial=0
export IMPL_vias=879
export IMPL_area_growth_pct=52.8
export IMPL_grt_pass1_wl_mm=4.12
export IMPL_yosys_warnings=16
export IMPL_layout_setup_ws_ns=-0.0218
export IMPL_clock_skew_final_ns=0.00604
export IMPL_stdcell_count=231
export IMPL_largest_area_cell="dfxtp_1"
export IMPL_regToRegStartpoint="m1.m1.q[0]"
export IMPL_worstHoldPathType="reg2reg"
export IMPL_routed_wl_mm=2.47
export IMPL_num_antenna_cells=0
export IMPL_synth_xor_area_share_pct=5.35
export IMPL_synth_mux_area_fraction_pct=7.86
export IMPL_whs_ns=0.434
export IMPL_cp_max_fo=2
export IMPL_ant_nets=0
export IMPL_die_width_um=96
export IMPL_initCoreUtil_pct=20.7
export IMPL_hpwl_mm=1.66
export IMPL_synth_seq_cells=24
export IMPL_finalMaxSlewViolations=0
export IMPL_placed_cells=207
export IMPL_p_leak_uw=0.000710
export IMPL_maxCapViolCount=0
export IMPL_hold_depth=1
export IMPL_setup_violations_final=2
export IMPL_lay_top_cells="17 x clkbuf_8, 17 x dfxtp_1, 11 x clkdlybuf4s50_1"
export IMPL_synth_seq_share_pct=41.9
export IMPL_yosys_cells=116
export IMPL_irDropWorstVdd_mv=0.944
export IMPL_ys_sh_adder_pct=8.95
export IMPL_warning_count=42
export IMPL_outcome="complete, but fails checks"
export IMPL_p_per_area_nw_per_um2=872
export IMPL_cts_clk_slew_worst_paths_ns=0.06
export IMPL_end_kind="output pin"
export IMPL_ios=31
export IMPL_min_to="m1.m1.q[0]"
export IMPL_fin_total_pwr_uw=1530
export IMPL_avgSynthCellArea_um2=9.88
export IMPL_syn_cell_area_um2=1150
export IMPL_hold_viol_final=0
export IMPL_critPathKind="reg2out"
export IMPL_gp_congestion=0.780
export IMPL_die_h_um=96
export IMPL_grt_use_total_pct=5.57
export IMPL_grt_max_degree=17
export IMPL_drcViolationCount=0
export IMPL_core_area_um2=5540
export IMPL_routedWlPerCell_um=10.7
export IMPL_port_buffers=19
export IMPL_ys_area_um2=1150
export IMPL_logic_family="simple AND/OR/NAND/NOR gates"
export IMPL_die_area_um2=9220
[cells by family (layout without fill, tap and decap cells)]
logic type | Yosys count | after routing
xor+xnor | 7 | 7
flops | 24 | 24
simple gates | 38 | 38
mux | 9 | 9
fa+ha+maj | 7 | 7
other cells | 1 | 7
buf+inv | 19 | 56
compound gates | 11 | 11
[report_power, final]
part	internal (uW)	switching (uW)	leakage, uW
Sequential	391	0.00936	0.000201
Combinational	16.3	5.64	0.000337
Clock	785	330	0.000172
Total	1190	336	0.000710
[per-layer routing]
metal  track usage [%]  part of all wire [%]
met5                 0                     0
met4              3.19                  0.40
met3              4.17                   7.2
met2              6.84                    44
met1              6.76                    48
[critical path, stage by stage (launching register included)]
cell and delay (ns):
dfxtp_2 0.33, ha_4 0.16, fa_2 0.36, buf_6 0.13, nand3_2 0.06, xnor2_1 0.11, buf_2 0.12
[Yosys cell counts, drive strengths merged]
library cell  instances
dfxtp                24
inv                  10
nor2b                10
mux2i                 9
buf                   8
and2                  5
ha                    5
nand2                 5
nor2                  5
xnor2                 4
a21oi                 3
nand2b                3
nand3                 3
xor2                  3
fa                    2
nand3b                2
nor3                  2
o211a                 2
o22ai                 2
a211o                 1
a21boi                1
a31oi                 1
and3                  1
clkbuf                1
conb                  1
nor4b                 1
o21ai                 1
or2b                  1
[flip-flops by register name, summed over array words and instances, names as in the netlist]
signal and cells:
m2.y1 3, m1.m1.q 5, m2.m1.q 4, m2.x1 7, m1.current_state 5
[layout make-up]
type | instances | area (um^2)
tap | 72 | 90.1
clock buffer | 19 | 241
fill | 576 | 3790
timing repair buffer | 26 | 219
sequential | 24 | 494
clock inverter | 1 | 3.75
inverter | 10 | 37.5
multi-input combinational | 79 | 666
[per-stage QoR]
stage / TNS (ns) / utilization, % / instance area [um^2] / setup WS (ns)
final: -0.0380 / 31.6 / 1750 / -0.0218
after global routing: -0.188 / 31.6 / 1750 / -0.0899
after CTS: -0.0779 / 31.3 / 1730 / -0.0513
after detailed placement: -0.313 / 25.5 / 1410 / -0.137
after global placement: -0.317 / 25.5 / 1410 / -0.136
after floorplan: 0 / - / 1170 / 0.352
[worst max path at each step]
stage | start | end | slack [ns] | depth (start not counted)
finish | m2.x1[0] | Y[6] | -0.02 | 6
global route | m2.x1[0] | Y[6] | -0.09 | 6
CTS | m2.x1[0] | Y[4] | -0.05 | 6
[what timing repair did]
| item | 4_1_cts | 5_1_grt |
|---|---|---|
| hold endpoints to repair | 0 | 0 |
| setup buffers | 3 | 1 |
| setup endpoints to repair | 8 | 7 |
| pin swaps | 6 | 2 |
| resized | 35 | 12 |
Power is estimated from default activity; no workload was simulated.
